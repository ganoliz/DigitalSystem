<file path="design/flow/design.v">
module lab_pre4(clk_50,reset_n,IRDA,client_1,client_2,client_3,client_4,key_1,key_2,inverse_1,inverse_2,lcd_EN,
        lcd_RW,lcd_ON,lcd_RS,lcd_DATA);
input clk_50,reset_n  ;
input IRDA;
output reg [3:0] client_1;
output reg [3:0] client_2;
output reg [3:0] client_3;
output reg [3:0] client_4;
output reg [3:0] key_1;
output reg [3:0] inverse_1;
output reg [3:0] key_2;
output reg [3:0] inverse_2;
output reg lcd_EN,lcd_RW,lcd_ON,lcd_RS;
output reg [7:0]lcd_DATA;
reg [2:0] state;
reg[2:0]  state_lcd=3'b0;
reg [20:0] counter_init=21'd0;   
reg [3:0]init_set=4'd0;     
reg  [3:0]state_counter=4'b0;
reg  [2:0]counter_ST=3'b0;    
reg [19:0]delay=20'd0;
reg   [2:0] address=3'b0;  
reg   [19:0] delay_state=20'd0;
reg delay_flag;
reg IRDA_d1;
reg IRDA_d2;
assign IRDA_neg=~IRDA_d1 & IRDA_d2;
assign IRDA_pos=IRDA_d1 & ~IRDA_d2;
reg [19:0] count_leader_1;
reg [19:0] count_leader_2;
reg [19:0] count_logic_1;
reg [19:0] count_logic_2;
reg [1:0] edge_state;   
reg [9:0] data_cnt;
reg [31:0] full_data;
reg test_logic;
reg stop_wait;
parameter Idle_state=3'b0;
parameter Leader_Check_state=3'b001;
parameter Receive_Data_state=3'b010;
parameter Data_Check_state=3'b011;
parameter state_initial=3'b100;
parameter state_send_address=3'b101;
parameter state_send_data=3'b110;
always @(posedge clk_50 or negedge reset_n)
begin
		if(!reset_n)
		begin
			lcd_RW<=1'b0;
			lcd_ON<=1'b0;
			lcd_RS<=1'b0;
			lcd_EN<=1'b0;
			lcd_DATA<=8'b0;
			counter_ST<=3'b0;
		   state_counter<=4'b0;
			delay_state<=20'd0;
			address<=3'b0;
		   delay<=20'd0;
			counter_init<=21'd0;
			init_set<=4'd0;
			delay_flag<=1'b0;
			state<=Idle_state;
			state_lcd<=state_initial;
			edge_state<=2'b0;
			IRDA_d1<=1'b0;
			IRDA_d2<=1'b0;
			count_leader_1<=20'd0;
			count_leader_2<=20'd0;
			count_logic_1<=20'd0;
			count_logic_2<=20'd0;
			data_cnt<=10'b0;
			full_data<=32'b0;
			test_logic<=1'b0;
			stop_wait<=1'b0;
		client_1<=3'b0;
		client_2<=3'b0;
		client_3<=3'b0;
		client_4<=3'b0;
		key_1<=3'b0;
		inverse_1<=3'b0;
		key_2<=3'b0;
		inverse_2<=3'b0;
		end
		else begin
			IRDA_d1<= #1 IRDA;
			IRDA_d2<=#1 IRDA_d1;
			if(counter_ST<3'd7)
			begin
			counter_ST<=counter_ST+1'b1;
			end
			else if(counter_ST>=3'd7)    
			begin
				if(state_counter<4'd7)    
				begin
				state_counter<=state_counter+1'b1;
				end
				else if(state_counter>=4'd7)
				begin
					if(state_counter>=4'd7 && delay_flag==1'b1)
						begin
						state_counter<=4'd0;
						delay_flag<=1'b0;
						end
					else if(state_counter>=4'd7 && delay_flag==1'b0)
					begin
							state_counter<=4'd7;
					end  
				end
				counter_ST<=3'd0;
			end
			case(state_counter)    
					4'd0: begin   lcd_EN<=1'b0;              end
					4'd1: begin   lcd_EN<=1'b0;              end
					4'd2: begin   lcd_EN<=1'b1;              end
					4'd3: begin   lcd_EN<=1'b1;              end
					4'd4: begin   lcd_EN<=1'b1;              end
					4'd5: begin   lcd_EN<=1'b0;              end
					4'd6: begin   lcd_EN<=1'b0;              end
					4'd7: begin   lcd_EN<=1'b0;              end
				endcase	
					if(state_counter==4'd7)
					begin
					if(init_set==2)
					begin
							if(delay_state<20'd80000)
							begin
									delay_state<=delay_state+1'd1;
							end
							else if(delay_state>=20'd80000)
							begin
									delay_state<=20'd0;
									delay_flag<=1'b1;
							end
					end
					else 
					begin
						if(delay_state<20'd250)
							begin
									delay_state<=delay_state+1'd1;
							end
							else if(delay_state>=20'd250)
							begin
										delay_state<=20'd0;
									delay_flag<=1'b1;
							end     
						end   
					end
		  if(counter_init<21'd1000000)
				begin
					counter_init<=counter_init+1'd1;
				end
			else if(counter_init>=21'd1000000)	
		   begin
				if(state_lcd==state_initial)
				begin 
					if(init_set==0)
					begin
							if(state_counter>=4'd0 && state_counter<4'd6)
							begin
									lcd_RS<=0; lcd_RW<=0; 
							end
						if(state_counter>=4'd1 && state_counter< 4'd6)
						begin
								lcd_DATA<=8'b00111000;  
						end
						if(state_counter>=4'd7)
						begin
								if(delay<20'd250)
								begin
										delay<=delay+1'd1;
								end
								else if(delay>=20'd250) begin
									init_set<=init_set+1'b1;
									delay<=20'd0;
								end                    
						end	
				   end
					else if (init_set==1)
					begin
						if(state_counter>=4'd0 && state_counter<4'd6)
						begin
								lcd_RS<=1'b0; lcd_RW<=1'b0;
						end
						if(state_counter>=4'd1 && state_counter< 4'd6)
						begin
								lcd_DATA<=8'b00001000;  
						end
						if(state_counter>=4'd7)
						begin
								if(delay<20'd250)
								begin
										delay<=delay+1'd1;
								end
								else if(delay>=20'd250)
								begin
								init_set<=init_set+1'b1;
								delay<=20'd0;
								end                      
						end
					end	
					else if(init_set==2)
					begin
						if(state_counter>=4'd0 && state_counter<4'd6)
						begin
								lcd_RS<=0;  lcd_RW<=0; 
						end		
						if(state_counter>=4'd1 && state_counter< 4'd6)
						begin
								lcd_DATA<=8'b00000001;   
						end
						if(state_counter>=4'd7)
						begin
								if(delay<20'd80000)
								begin
										delay<=delay+1'd1;
								end
								else if(delay>=20'd80000)
								begin
								init_set<=init_set+1'b1;
								delay<=20'd0;
								end
                  end  				
					end
					else if (init_set==3)
					begin
						if(state_counter>=4'd0 && state_counter<4'd6)
						begin
								lcd_RS<=0;   lcd_RW<=0;
						end
						if(state_counter>=4'd1 && state_counter< 4'd6)
						begin	
								lcd_DATA<=8'b00000110; 
					   end
						if(state_counter>=4'd7)
						begin
								if(delay<20'd250)
								begin
										delay<=delay+1'd1;
								end
								else if(delay>=20'd250)
								begin
								state<=state_send_address;
								delay<=20'd0;
								end
						end
					end
			 end	
				else  if(state_lcd==state_send_address)
				begin
				   case(address) 
					 3'b000:
					   begin 
								if(state_counter>=4'd1 && state_counter< 4'd6)
								begin  
									lcd_DATA<=8'b10000000; 
								end 
								else if(state_counter>=4'd7)
								begin   
										if(delay<20'd250)
										begin 
												delay<=delay+1'd1;   
										end
										else if(delay>=20'd250)
										begin    
												delay<=20'd0; 
												state_lcd<=state_send_data;      
										end  
								end       
							end
				 endcase
					if(state_counter>=4'd0 && state_counter<4'd6)
					begin
						lcd_RS<=0;
						lcd_RW<=0;
					end
				end
				else  if(state_lcd==state_send_data)
				begin
					if(state_counter>=4'd0 && state_counter<4'd6)
					begin
							lcd_RS<=1'b1;
							lcd_RW<=1'b0;
					end
					 case(address) 
					 3'b000:begin if(state_counter>=4'd1 && state_counter< 4'd6)begin lcd_DATA<=8'b00110000;  end   else if(state_counter>=4'd7)begin 		if(delay<20'd250)begin  delay<=delay+1'd1;   end else if(delay>=20'd250)begin    delay<=20'd0;  address<=address+1'b1;        end    end  end
					 3'b001:begin if(state_counter>=4'd1 && state_counter< 4'd6)begin lcd_DATA<=8'b00110000;   end   else if(state_counter>=4'd7)begin  		if(delay<20'd250)begin  delay<=delay+1'd1;   end else if(delay>=20'd250)begin    delay<=20'd0;   address<=address+1'b1;        end   end  end
					 3'b010:begin if(state_counter>=4'd1 && state_counter< 4'd6)begin lcd_DATA<=8'b00111010;       end   else if(state_counter>=4'd7)begin 		if(delay<20'd250)begin  delay<=delay+1'd1;   end else if(delay>=20'd250)begin    delay<=20'd0;   address<=address+1'b1;        end   end  end 
					 3'b011:begin if(state_counter>=4'd1 && state_counter< 4'd6)begin lcd_DATA<=8'b00110000;  end   else if(state_counter>=4'd7)begin  	   if(delay<20'd250)begin  delay<=delay+1'd1;   end else if(delay>=20'd250)begin    delay<=20'd0;   address<=address+1'b1;        end   end  end
					 3'b100:begin if(state_counter>=4'd1 && state_counter< 4'd6)begin lcd_DATA<=8'b00110000;   end   else if(state_counter>=4'd7)begin  		if(delay<20'd250)begin  delay<=delay+1'd1;   end else if(delay>=20'd250)begin    delay<=20'd0;   address<=address+1'b1;        end   end  end
					 3'b101:begin if(state_counter>=4'd1 && state_counter< 4'd6)begin lcd_DATA<=8'b00111010;       end   else if(state_counter>=4'd7)begin  		if(delay<20'd250)begin  delay<=delay+1'd1;   end else if(delay>=20'd250)begin    delay<=20'd0;  address<=address+1'b1;        end    end  end
					 3'b110:begin if(state_counter>=4'd1 && state_counter< 4'd6)begin lcd_DATA<=8'b00110000;  end   else if(state_counter>=4'd7)begin   		if(delay<20'd250)begin  delay<=delay+1'd1;   end else if(delay>=20'd250)begin    delay<=20'd0;   address<=address+1'b1;        end    end   end
					 3'b111:begin if(state_counter>=4'd1 && state_counter< 4'd6)begin lcd_DATA<=8'b00110000;   end   else if(state_counter>=4'd7)begin  		if(delay<20'd250)begin  delay<=delay+1'd1;   end else if(delay>=20'd250)begin    delay<=20'd0;  state_lcd<=state_send_address;    address<=3'b0;      end     end   end
				    endcase
				end
			end	
		if(state==Idle_state)
		begin
			if(IRDA_neg==1)
			begin
				state<=Leader_Check_state;
			end
		end
		else if(state==Leader_Check_state)
			begin
				if(IRDA==0 && edge_state==1'b0)
				begin
					count_leader_1<=count_leader_1+1'd1;
				end
				if(IRDA_pos==1'b1)
				begin
					edge_state<=2'b1;
				end
				if(IRDA==1 && count_leader_1 >=400000 && count_leader_1 <500000 && edge_state==2'b1)
				begin
					count_leader_2<=count_leader_2+1'd1;
				end
				else if(edge_state==2'b1 && count_leader_1 < 400000 )
				begin
					count_leader_1<=20'd0;
					state<=Idle_state;
				end
				else if(edge_state==2'b1 && count_leader_1 >= 500000 )
				begin
					count_leader_1<=20'd0;
					state<=Idle_state;
				end
				if(IRDA_neg==1 &&  count_leader_2 >=200000 && count_leader_2< 300000 && edge_state==2'b1)
				begin
					count_leader_2<=20'd0;
					count_leader_1<=20'd0;
					state<=Receive_Data_state;
					edge_state<=2'b0;
				end
				else if(IRDA_neg==1 && count_leader_2 >=300000 && edge_state==2'b1)
				begin
					count_leader_2<=20'd0;
					count_leader_1<=20'd0;
					state<=Idle_state;
					edge_state<=2'b0;
				end
				else if(IRDA_neg==1 && count_leader_1<200000 && edge_state==2'b1)
				begin
					count_leader_2<=20'd0;
					count_leader_1<=20'd0;
					state<=Idle_state;
					edge_state<=2'b0;
				end
			end
			else if(state==Receive_Data_state)
			begin
					if(IRDA_pos==1 && data_cnt<6'b100000)
					begin
						edge_state<=2'b1;
					end
					else if(IRDA_neg==1 && edge_state==2'b1)   
					begin
						edge_state<=2'b0;
						if(data_cnt<6'b100000)
						begin
								data_cnt<=data_cnt+1'b1;
								test_logic<=1'b1;    
						end
						else if(data_cnt>=6'b100000)
						begin
								stop_wait<=1'b1;
						end
					end
					if(stop_wait==1'b1)
					begin
							if(wait_time<20'd20000)
								begin
									wait_time<=wait_time+1'b1;
								   if(IRDA_pos==1)
									begin
												data_cnt<=0;
												test_logic<=1'b0;
												state<=Data_Check_state;
												wait_time<=20'd0;
												stop_wait<=1'b0;
									end
								else if(wait_time>=20'd20000)
								begin
												data_cnt<=0;
												test_logic<=1'b0;
												state<=Idle_state;
												wait_time<=20'd0;
												full_data<=32'b0;
												stop_wait<=1'b0;
								end
								end
					end
					if(IRDA==0 && edge_state==2'b0)  
					begin
							count_logic_1<=count_logic_1+1'b1;
					end
					else if(IRDA==1 && edge_state==2'b1)  
					begin
							if(count_logic_1<20000)
							begin
								count_logic_1<=20'd0;
								edge_state<=2'b0;
								state<=Idle_state;
								data_cnt<=0;
								full_data<=32'b0;
							end
							else if(count_logic_1>20000 && count_logic_1<30000)
							begin
								count_logic_2<=count_logic_2+1'd1;
							end
							else if(count_logic_1>=30000)
							begin
								count_logic_1<=20'd0;
								edge_state<=2'b0;
								state<=Idle_state;
								data_cnt<=0;
								full_data<=32'b0;
							end
					end
					else if(test_logic==1'b1)   
					begin
							count_logic_1<=20'd0;
							test_logic<=1'b0;
							if(count_logic_2<20000)
							begin
								state<=Idle_state;
								count_logic_2<=20'd0;
								data_cnt<=0;
								full_data<=32'b0;
							end
							else if(count_logic_2>=20000 && count_logic_2<40000)
							begin
									full_data<=full_data+( 0 <<(data_cnt-1) );
									count_logic_2<=20'd0;
							end
							else if(count_logic_2>=40000 && count_logic_2<90000)
							begin
									full_data<=full_data+( 1 <<(data_cnt-1) );
									count_logic_2<=20'd0;
							end
							else   
							begin
								state<=Idle_state;
								count_logic_2<=20'd0;
								data_cnt<=0;	
								full_data<=32'b0;
							end
					end
			end
		else if(state==Data_Check_state)
		begin
				client_1<=full_data[3:0];
				client_2<=full_data[7:4];
				client_3<=full_data[11:8];
				client_4<=full_data[15:12];
				key_1<=full_data[19:16];
				key_2<=full_data[23:20];
				inverse_1<=full_data[27:24];
				inverse_2<=full_data[31:28];
				state<=Idle_state;
		end
	end
	end
endmodule 
</file>
<file path="design/flow/run.sh">
#!/bin/bash
# OpenROAD 26Q1-2900-gdf79404cd8, Yosys 0.63+post, stock flow scripts
make -C /OpenROAD-flow-scripts/flow DESIGN_CONFIG=/design/flow/config.mk WORK_HOME=/design/flow/orfs finish
</file>
<file path="design/flow/config.mk">
export PLATFORM = sky130hd
export DESIGN_NAME = lab_pre4
export DESIGN_NICKNAME = lab_pre4
export VERILOG_FILES = /design/flow/design.v
export SDC_FILE = /design/flow/constraint.sdc
export NUM_CORES = 4
export LEC_CHECK = 1
export CORE_UTILIZATION = 50
</file>
<file path="design/flow/constraint.sdc">
current_design lab_pre4

set clk_period 9.1
set clk_io_pct 0.2

create_clock -name clk0 -period $clk_period [get_ports {clk_50}]

set non_clock_inputs [all_inputs -no_clocks]
set_input_delay [expr $clk_period * $clk_io_pct] -clock clk0 $non_clock_inputs
set_output_delay [expr $clk_period * $clk_io_pct] -clock clk0 [all_outputs]
</file>
==> results_dict.tcl <==
# place-and-route summary
set metrics [dict create \
    status "finished, final reports clean" \
    warnings 50 \
    aoi_share_pct 15.7 \
    ys_warn_count 7 \
    start_kind "flip-flop" \
    ys_types 73 \
    min_period_over_period_pct 55.6 \
    die-area_mm2 0.0302 \
    ir_worst_vdd_mv 0.155 \
    power_density_mw_per_mm2 146 \
    grtUsageMet2_pct 34.9 \
    core_area_mm2 0.0289 \
    layout_top_cells "dfrtp_1 (249), nor2_1 (215), nand2_1 (161)" \
    port_buffers 44 \
    cts_buffer_depth 3 \
    grt_pass1_vias 11300 \
    cp_num_buf_inv 0 \
    crit_required_ps 9550 \
    critPathKind "reg -> reg" \
    fin_crit_ps 5060 \
    worst_slack_ps 4040 \
    simple_gate_area_share_pct 23.1 \
    hold_viol 0 \
    die_h_um 174 \
    fmax_mhz 198 \
    postCtsSetupBuffers 0 \
    power.leakage_nw 7.36 \
    yosysChipArea_mm2 0.0147 \
    cp_max_fo 5 \
    synth-edff-count 0 \
    setup_tns_ps 0 \
    grt_pass1_wl_um 56600 \
    synth_area_mm2 0.0147 \
    ys_cells 1655 \
    finalMaxSlewViolations 0 \
    drive_gt1_share_pct 7.40 \
    cp-end-kind "flip-flop" \
    cp_slowest_cell "o41ai_1" \
    drc_errors 0 \
    drtPass1Iterations 5 \
    synth.cellmix.xorXnorShare_pct 6.77 \
    worstMarginPinSlew_ps 923 \
    clockRootBuffer "clkbuf_16" \
    fa_ha_area_share_pct 5.48 \
    pin_count 47 \
    met1_usage_pct 38.8 \
    area_delta_synth_final_pct 11.7 \
    synth_seq_share_pct 42.8 \
    clk_pin_slew_ps 60 \
    drt_iter0_markers 635 \
    grt_usage_pct 23.3 \
    ant_nets 0 \
    crit_family "AND-OR/OR-AND gates" \
    wirelength_um 32400 \
    hold_buffers 0 \
    antenna_found_initial 0 \
    mostFrequentLayoutCell "dfrtp_1" \
    routed_via_density 5.64 \
    ff_type "dfrtp_1" \
    syn_avg_cell_area_um2 8.91 \
    grt_setup_unrepaired "no" \
    ys_top_logic_family "simple AND/OR/NAND/NOR gates" \
    worstSkewPairLatency_ps 550 \
    routabilityCongestion 0.904 \
    dieWidth_um 174 \
    fin_worst_skew_ps 7.72 \
    numCtsBuffers 28 \
    min_path_type "reg -> reg" \
    grt_max_degree 64 \
    via_count 11800 \
    grt_overflow 0 \
    cts_tree "yes" \
    cp_cell_sequence "or4_1 > a311o_1 > a21oi_2 > o2111a_2 > nand3_1 > nor2_1 > ha_1 > a21o_1 > a211oi_1 > o21bai_1 > o41ai_1 > o22ai_1 > a41oi_1 > o21ai_0 > xnor2_1 > o31ai_1" \
    post_cts_resized 0 \
    ys_ff 252 \
    fp_util_pct 51.1 \
    wire_per_inst_um 15.5 \
    top_usage_layer "met1" \
    antenna_cells 0 \
    grt_use_met3_pct 3.06 \
    mux_share_pct 3.26 \
    drv_cap 0 \
    cp_data_arrival_time_ps 5510 \
    maxSlewHeadroom_pct 37.6 \
    htreeDepth 1 \
    dp_hpwl_um 22700 \
    pre_cts_slack_ps 4050 \
    setup_viol 0 \
    rows 62 \
    syn_inst 1655 \
    max_stage_delay_ps 570 \
    clock_sinks 252 \
    synthArstFlopShare_pct 100 \
]
[power breakdown]
group          switching (mW)  leakage, nW  internal (mW)  total [mW]
Combinational           0.103         3.47         0.0402       0.143
Sequential             0.0174         3.43           1.13        1.15
Clock                   0.457        0.459          0.659        1.12
Total                   0.578         7.36           1.83        2.41
[per-stage QoR]
step	utilization [%]	hold slack [ps]	cells	cell area, µm²	power [mW]
after floorplan	-	379	1656	14700	1.26
after global placement	53.9	392	2036	15500	1.32
after detailed placement	53.9	390	2036	15500	1.32
after CTS	57.1	398	2087	16500	2.45
after global routing	57.1	406	2087	16500	2.51
final	57.1	398	2087	16500	2.41
[state kept, by name, indices dropped and copies added (netlist names), 6 cells and up]
register / flops
count_logic_2: 20
count_leader_1: 20
data_cnt: 10
counter_init: 21
full_data: 32
count_leader_2: 20
count_logic_1: 20
lcd_DATA: 6
delay: 20
delay_state: 20
[cell usage after synthesis, types with 5 or more instances]
cell      instances  area share (%)
a31oi_1          10            0.42
and2_1           15            0.64
o211ai_1         12            0.61
nand4_1          28             1.2
o31ai_1          28             1.4
o21a_1           12            0.61
o21ai_0         121             4.1
and4_1            5            0.30
o41ai_1           8            0.48
inv_1            42             1.1
or2_2             8            0.34
or3_1            16            0.68
mux2_2           40             3.1
xnor2_1          55             3.3
a211oi_1         10            0.51
and3_1           36             1.5
nand2_1         161             4.1
a21o_1           24             1.2
nor3_1           40             1.4
a41oi_1           9            0.53
nor2b_1          29             1.2
o22ai_1           7            0.30
dfrtp_1         249              42
nand2b_1         21            0.89
o21bai_1          6            0.31
nand3_1          98             3.3
nor4_1           21            0.89
a22o_1            7            0.42
a21oi_1          66             2.2
nor2_1          215             5.5
xor2_1           59             3.5
ha_1             63             5.3
clkbuf_1         57             1.5
[path summary, 6_finish.rpt]
| check | start | endpoint | slack, ps | depth (start not counted) |
|---|---|---|---|---|
| max reg2reg | count_logic_2[8] | full_data[28] | 4040 | 16 |
| min in group asynchronous | reset_n | counter_init[11] | 1190 | 1 |
| min | state_lcd[2] | state_lcd[2] | 400 | 0 |
| max | count_logic_2[8] | full_data[28] | 4040 | 16 |
| min reg2reg | state_lcd[2] | state_lcd[2] | 400 | 0 |
| max in group asynchronous | reset_n | count_leader_1[8] | 6250 | 3 |
[final cells by class]
cell class,count,area [µm²]
sequential,252,6310
fill,2534,12400
clock buffer,44,882
multi-input combinational,1298,8040
clock inverter,7,37.5
inverter,42,158
timing repair buffer,60,566
tap,384,480
[worst reg2reg max path, stage by stage (launching register included)]
cell and delay, ps:
dfrtp_1 410, or4_1 540, a311o_1 400, a21oi_2 230, o2111a_2 270, nand3_1 170
nor2_1 150, ha_1 290, a21o_1 180, a211oi_1 390, o21bai_1 150, o41ai_1 570
o22ai_1 250, a41oi_1 420, o21ai_0 190, xnor2_1 150, o31ai_1 180
[cell families (layout without fill, tap and decap cells)]
logic type,after synthesis,count (layout)
compound gates,361,361
xor+xnor,114,114
fa+ha+maj,64,64
buf+inv,106,153
flops,252,252
mux,43,43
other cells,1,2
simple gates,714,714
[routing by layer]
layer  up-vias  routed length (µm)
li1       5974                   -
met1      5599               16500
met2       171               14200
met3        35                1220
met4         0                 521
met5         -                   0
Power is estimated from default activity; no workload was simulated.
